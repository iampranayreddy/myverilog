[flow/config.mk]
export PLATFORM = sky130hd
export DESIGN_NAME = fsm
export DESIGN_NICKNAME = fsm
export VERILOG_FILES = /design/flow/design.v
export SDC_FILE = /design/flow/constraint.sdc
export NUM_CORES = 4
export LEC_CHECK = 1
export CORE_AREA = 10 10 70 70
export DIE_AREA = 0 0 80 80
[flow/constraint.sdc]
current_design fsm

set clk_period 1.2
set clk_io_pct 0.2

create_clock -name clk0 -period $clk_period [get_ports {clk}]

set non_clock_inputs [all_inputs -no_clocks]
set_input_delay [expr $clk_period * $clk_io_pct] -clock clk0 $non_clock_inputs
set_output_delay [expr $clk_period * $clk_io_pct] -clock clk0 [all_outputs]
[flow/design.v]
module fsm(clk,rst,x,z);
input clk,rst,x;
output reg z;
reg [1:0]p,n;
localparam a=2'b00,b=2'b01,c=2'b10;
always @(x,p)
case(p)
a: if(x)
begin
n=b;z=0;
end
else begin
n=a;z=1;
end
b: if(x)
begin
n=c;z=0;
end
else begin
n=b;z=0;
end
c: if(x)
begin
n=a;z=1;
end
else begin
n=c;z=0;
end
default:n=2'bxx;
endcase
always@(posedge clk,posedge rst)
begin
if(rst)
p<=a;
else
p<=n;
end
endmodule
[flow/run.sh]
#!/bin/bash
# OpenROAD 26Q1-2900-gdf79404cd8, Yosys 0.63+post, stock flow scripts
make -C /OpenROAD-flow-scripts/flow DESIGN_CONFIG=/design/flow/config.mk WORK_HOME=/design/flow/orfs finish
==> Table 3: Implementation characteristics <==
Physical implementation characteristics

Parameter                              Value

Status
  Status .................. completed

Worst setup path
  Max incr delay on CP .................. 560 ps
  Class of the most critical setup path .................. input pin to flop
  Worst Reg-to-Reg Cells .................. 1
  Worst path slowest cell .................. sky130_fd_sc_hd__clkdlybuf4s50_1
  Critical path arrival .................. roughly 1100 ps
  Critical path launch point type .................. input pin
  Maximum fanout along the worst path .................. 5
  R2R Setup Slk .................. around 400 ps
  Cells along the critical path .................. clkdlybuf4s50_1, mux2_1
  Endpoint class of the critical path .................. flop
  Buf/Inv on CP .................. 1
  Data required time of the worst path .................. 1310 ps
  Family with the most delay on the worst path .................. buffers and inverters

Route
  Diodes inserted .................. 0
  Via density per instance .................. 1.682
  Met3 routed WL .................. approximately 54 µm
  Routed length per instance .................. approximately 4.6 µm
  Tally of nets with antenna violations remaining after routing .................. 0
  Sum of routed wire segments on met1 .................. 145 µm
  Uppermost signal routing layer after detailed routing .................. met4
  Total vias in the final route .................. roughly 110
  Remaining design rule violation count .................. 0
  DR pass1 iterations .................. 1
  Detailed-route wire length .................. 305 µm
  Number of violations reported at the end of detailed-routing iteration 0 .................. 0
  Met2 layer wire length in the routed design .................. approximately 82 µm

Synth
  Largest cells by area after synthesis .................. sky130_fd_sc_hd__dfrtp_1, sky130_fd_sc_hd__dfstp_2, sky130_fd_sc_hd__mux2_1, sky130_fd_sc_hd__dlxtn_1, sky130_fd_sc_hd__inv_1
  Top cell area share .................. about a third
  Netlist cell types .................. 9
  Number of standard cells reported by yosys .................. 13
  Number of warnings issued by yosys .................. 1
  Area leader, netlist .................. sky130_fd_sc_hd__dfrtp_1
  Chip area from the yosys synthesis statistics .................. ~150 µm²
  Cell area after synthesis .................. 145.1 µm²
  Synth flops .................. 4
  Post-Synthesis Mean Instance Area .................. roughly 11 µm²
  Synth Instances .................. 13

STA
  Total Negative Setup Slacks .................. 0 ps
  Worst slew slack as a fraction of its limit .................. 87.66%
  Period utilisation layout .................. between 80% and 90%
  Crit path setup slack, layout .................. roughly 180 ps
  Hold Worst Slack .................. between 150 and 200 ps
  Transition time of the tightest slew-check pin .................. ~180 ps
  Number of max-slew violations in the final report .................. 0
  Setup repair after global routing missed its margin .................. no
  Final setup violating endpoints .................. 0
  Maximum clock rate .................. 977.4 MHz
  Fin crit period .................. 1023 ps
  Register pins left without a clock .................. 1
  Final Hold Viols .................. 0
  Fin Clk Skew .................. between 0.3 and 0.4 ps
  Number of unconstrained endpoints .................. 2

Global routing
  Initial antenna violation count .................. 0
  All-layer global routing usage .................. between 1 and 1.5%
  Via count of the first global-routing pass .................. between 100 and 150
  Maximum number of pins on one net before global-route repair .................. 6
  First-pass GRT wire length .................. about 530 µm
  Overflow left after global routing .................. 0

Floorplanning
  Die height .................. 80 µm
  Horizontal die dimension .................. 80 µm
  Initial core utilization .................. approximately 4.2%
  Number of placed I/O pins .................. 4
  DIE AREA .................. about 0.0064 mm²
  Placeable core region .................. 0.003416 mm²
  Std-Cell Rows .................. 21

Power
  Leakage Power .................. 0.1024 nW
  Power density of the placed cells .................. 1843 mW/mm²
  Peak VDD IR .................. ~0.17 mV

Clock network
  Worst-case clock buffer depth .................. 2
  Clock latency reported for the late side of the worst-skew pair .................. 230 ps
  Worst-path clk slew .................. about 40 ps
  Total of hold buffers inserted after clock tree synthesis .................. 0
  Count of cells resized by post-cts repair .................. 0
  Clock tree from TritonCTS .................. yes
  Number of setup buffers added after CTS .................. 0
  Count of H-tree levels built during CTS .................. 1
  Root Driver .................. sky130_fd_sc_hd__clkbuf_4
  Cts bufs inserted .................. 3

Flow run
  Number of warnings the tools reported .................. 25
  Total of max-cap violations .................. 0

Layout
  Share of final-layout standard cells stronger than drive strength 1 .................. approximately a fifth
  Utilization of the core after routing .................. approximately 7.6%
  Layout overhead on the synthesized area .................. 78.45%
  Filler cells .................. between 400 and 500

Worst hold path
  Type of the worst min-delay path .................. input pin to asynchronous set/reset pin

Place
  Final RePlAce weighted congestion .................. roughly 0.64
  Pre-CTS setup slack .................. -64.52 ps
  IO Port Bufs .................. 3
layout by cell type (no fill, tap or decap):
cell type / netlist / final
sky130_fd_sc_hd__dfstp_2: 1 / 1
sky130_fd_sc_hd__inv_1: 2 / 2
sky130_fd_sc_hd__o21ai_0: 1 / 1
sky130_fd_sc_hd__clkbuf_1: 0 / 1
sky130_fd_sc_hd__dfrtp_1: 2 / 2
sky130_fd_sc_hd__clkbuf_4: 0 / 3
sky130_fd_sc_hd__mux2_1: 2 / 2
sky130_fd_sc_hd__clkdlybuf4s50_1: 0 / 3
sky130_fd_sc_hd__or3_1: 1 / 1
sky130_fd_sc_hd__nor3_1: 1 / 1
sky130_fd_sc_hd__nand2_1: 2 / 2
sky130_fd_sc_hd__dlxtn_1: 1 / 1
metal layers:
metal | global-route usage, % | up-vias
met5 | 0 | -
met4 | 0.7042 | 0
met3 | 1.364 | 3
met2 | 1.204 | 7
met1 | 1.266 | 46
li1 | - | 55
how the worst max path moves through the flow:
| stage | startpoint | to | slack, ps | depth (start not counted) |
|---|---|---|---|---|
| finish | x | flop | 180 | 2 |
| CTS | x | flop | 170 | 2 |
| global route | x | flop | 130 | 2 |
stage by stage:
stage	instances	instance area, µm²	power [mW]
after floorplan	13	145.1	0.2570
after global placement	62	232.7	0.2951
after detailed placement	62	232.7	0.3027
after CTS	66	259.0	0.4898
after global routing	66	259.0	0.5225
final	66	259.0	0.4773
cell type report:
class	count	area, µm²	area share (%)
Inverter	2	7.507	2.899
Timing Repair Buffer	3	30.03	11.59
Tap cell	46	57.56	22.22
Sequential cell	4	91.34	35.27
Clock buffer	4	26.28	10.14
Multi-Input combinational cell	7	46.29	17.87
cells by family (layout without fill, tap and decap cells):
| group | Yosys count | after routing | share of synthesized area [%] |
|---|---|---|---|
| AOI/OAI and AO/OA | 1 | 1 | 3.445 |
| muxes | 2 | 2 | 15.52 |
| buffers and inverters | 2 | 9 | 5.174 |
| DFF | 3 | 3 | 52.59 |
| and+or+nand+nor | 4 | 4 | 12.93 |
| latches | 1 | 1 | 10.34 |
where the power goes:
| group | switching [mW] | total, mW | internal [mW] |
|---|---|---|---|
| Combinational | 0.0318 | 0.0910 | 0.0592 |
| Sequential | 0.0293 | 0.208 | 0.179 |
| Clock | 0.0534 | 0.178 | 0.125 |
synth_stat cells:
library cell              instances
sky130_fd_sc_hd__nand2_1          2
sky130_fd_sc_hd__dlxtn_1          1
sky130_fd_sc_hd__inv_1            2
sky130_fd_sc_hd__o21ai_0          1
sky130_fd_sc_hd__or3_1            1
sky130_fd_sc_hd__dfstp_2          1
sky130_fd_sc_hd__dfrtp_1          2
sky130_fd_sc_hd__nor3_1           1
sky130_fd_sc_hd__mux2_1           2
Power and IR drop assume default switching activity.
